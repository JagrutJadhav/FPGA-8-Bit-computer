==> ./design.v <==
module ram2
(
	input [7:0] data,
	input [3:0] addr,
	input we, clk,re,
	output [7:0] q
);
	reg [7:0] ram[15:0];
	reg [7:0] out;
	reg [3:0] addr_reg;
	always @ (posedge clk)
	begin
	addr_reg <= addr;
		if (we)
			ram[addr] <= data;
		else if (re)
			out <= ram[addr_reg];
		else out <= 8'bzzzzzzzz;	
	end	
	assign q = out;
endmodule
==> ./run.sh <==
#!/bin/bash
# OpenROAD 26Q1-2900-gdf79404cd8, Yosys 0.63+post, stock flow scripts
make -C /OpenROAD-flow-scripts/flow DESIGN_CONFIG=/design/flow/config.mk WORK_HOME=/design/flow/orfs finish
==> ./config.mk <==
export PLATFORM = sky130hd
export DESIGN_NAME = ram2
export DESIGN_NICKNAME = ram2
export VERILOG_FILES = /design/flow/design.v
export SDC_FILE = /design/flow/constraint.sdc
export NUM_CORES = 4
export LEC_CHECK = 1
export CORE_UTILIZATION = 40
==> ./constraint.sdc <==
current_design ram2

set clk_period 4.2
set clk_io_pct 0.2

create_clock -name clk0 -period $clk_period [get_ports {clk}]

set non_clock_inputs [all_inputs -no_clocks]
set_input_delay [expr $clk_period * $clk_io_pct] -clock clk0 $non_clock_inputs
set_output_delay [expr $clk_period * $clk_io_pct] -clock clk0 [all_outputs]
==> ci_impl_report.md <==
### Yosys + OpenROAD results

| Metric | Value |
|---|---|
| Core ar. | approximately 0.013 mm2 |
| Syn Area/Cell | ~23 um2 |
| Hpwl dp | around 5900 um |
| Via/cell ratio | roughly 5.3 |
| Die height | ~120 um |
| DRC violations left | 0 |
| Area leader share | approximately 77% |
| Tot GR Track Use | about 17% |
| Die Area | 0.0137 mm2 |
| Resized cells post-CTS | 0 |
| CTS buffer count | 17 |
| Sequential-to-total area share from yosys stat | between 70% and 80% |
| Slew Limit Fails | 0 |
| Number of antenna diodes | 0 |
| Leakage | ~2 nW |
| Worst Hold Path EP | out[3] |
| Min cycle time layout | roughly 2.8 ns |
| Routed len/inst | about 21 um |
| RSZ-0062 raised after global routing | false |
| WP data required | roughly 4.2 ns |
| Post-route cell area | 0.00623 mm2 |
| Yosys warning count | 2 |
| Die Wd | 117 um |
| Fin. Hold Viols | 0 |
| Total Neg Setup Slack | 0 ns |
| Worst-case reg-to-reg path depth | 4 |
| Final period util | between 60% and 70% |
| Log Warnings | 26 |
| Row count | 41 |
| Hold crit path type | reg2reg |
| Dominant Register Cell | edfxtp_1 |
| Clk Latency, worst-skew pair | around 0.41 ns |
| CTS tree | built |
| Cell Type Count | 20 |
| Final Total Pwr | around 2.9 mW |
| Chip Area, Yosys | 0.00531 mm2 |
| Min-delay src | ram[14][3] |
| Reg clk slew, reported paths | approximately 0.050 ns |
| I/O Pins | 23 |
| Most used logic cell in the final layout | edfxtp_1 |
| Final hold slack | about 0.74 ns |
| Max_slew headroom | ~36% |
| Pwr Density | about 470 mW/mm2 |
| Max incr delay on CP | ~0.74 ns |
| Hold Buf Count CTS | 0 |
| Setup bufs post-CTS | 0 |
| DR pass1 iterations | 4 |
| Synth area leaders | edfxtp_1 (77%), mux4_2 (7.6%), mux4_1 (6.9%) |
| Worst Setup Start Kind | primary input |
| Async set or reset register ratio after synthesis | 0% |
| Actual slew at the worst max-slew pin | 0.954 ns |
| Crit path max fanout | 9 |
| Status | finished clean |
| Fmax | about 360 MHz |
| Initial antenna violation count | 0 |
| CTS root buf | clkbuf_16 |
| Total number of vias | around 2.5k |
| Placer Congestion | about 0.8 |
| Setup violators final | 0 |
| Clk buf depth | 2 |
| Critical R2R Capture | out[5] |
| Drt total wl | approximately 9500 um |
| CP arrival | ~2.8 ns |
| Port bufs | 21 |
| Worst hold stages | 3 |
| Vias in the first global route | about 2.6k |
| Largest area contributor in the netlist | edfxtp_1 |
| Clock Sinks | 140 |
| Number of synthesized register bits | 140 |
| Netlist Area Pre-Place | ~0.0053 mm2 |
| Grt ovf | 0 |
| Crit Path Class | in2reg |
| Antenna Nets Post-Route | 0 |
| Maximum VDD drop | ~0.00034 V |
| Pre-Place Util | 41.6% |
| First-pass GRT wire length | 14700 um |
| Yosys cell count | between 200 and 250 |
| Largest net degree at the start of global routing | 31 |
| Crit-path cells | clkdlybuf4s50_1 > inv_1 > or3_1 > nor2_1 |
| CP max stage cell | nor2_1 |
| Max_cap viols | 0 |
| Cells after Synth | 234 |
| Flip-flops with a built-in enable | 136 |
| CP Capture Type | flop |
| H-tree depth | 4 |
| Final Skew | ~0.0053 ns |
| R2R Setup Slk | 1.84 ns |
| Top Layout Cells | edfxtp_1 (136), clkdlybuf4s50_1 (21), mux4_2 (18), clkbuf_16 (17), a22oi_1 (16) |
| Placed cell areas | between 0.005 and 0.006 mm2 |
| DR iter-0 viols | around 140 |
| Ratio of cells with drive above 1 in the final layout | 18.0% |
| Area grow syn2layout | 17.4% |
==> per-layer routing <==
metal	vias up	part of all wire, %	global-route usage, %
met2	114	48	24.5
met3	12	11	8.23
met5	-	0	0.741
li1	1084	-	-
met4	0	1.4	2.19
met1	1249	40	26.7
==> metrics by stage <==
step                setup WS, ns  utilization [%]  cells
floorplan                   1.87                -    234
global placement            1.13             45.1    432
detailed placement          1.04             45.1    432
finish                      1.43             48.8    461
CTS                         1.49             48.8    461
global route                1.38             48.8    461
==> critical path: cells and delay by family <==
kind                   cells  cell delay, ns
AND/OR/NAND/NOR            2            1.16
buffers and inverters      2            0.79
==> Yosys cell counts (2+ instances only) <==
library cell / number
edfxtp_1: 136
mux4_2: 18
a22oi_1: 16
mux4_1: 14
nor2_1: 13
nand2_1: 9
dfxtp_1: 4
nor3_1: 4
buf_2: 3
buf_6: 3
clkdlybuf4s25_2: 3
nand2b_1: 2
nand3b_1: 2
==> sequential cells by signal, summed over array words and instances, names as in the netlist, named ones only <==
signal  cells
out         8
ram       128
==> cells by family after synthesis <==
logic type | count (synthesis) | synth area share (%)
compound gates | 16 | 2.26
flops | 140 | 78.4
mux | 32 | 14.6
buf+inv | 11 | 1.70
simple gates | 35 | 3.04
==> power by group <==
part           leakage [nW]  internal [mW]  switching (mW)  total (mW)
clock network         0.229          0.728           0.478        1.21
logic                 0.536         0.0660          0.0723       0.138
registers              1.27           1.57          0.0111        1.58
total                  2.03           2.37           0.562        2.93
==> cell type report <==
class,instances,area (um2)
fill,990,6540
sequential,140,4170
multi-input combinational,83,1050
clock buffer,22,444
timing repair buffer,36,323
tap,172,215
clock inverter,7,27.5
inverter,1,3.75
==> worst max path at each step <==
stage               end  from  slack, ns
CTS           ram[2][6]    we       1.49
global route  ram[3][6]    we       1.38
finish        ram[2][5]    we       1.43
Power figures rest on the tool's default switching activity, not on a simulated workload.
