[./config.mk]
export PLATFORM = sky130hd
export DESIGN_NAME = aludemux
export DESIGN_NICKNAME = aludemux
export VERILOG_FILES = /design/flow/design.v
export SDC_FILE = /design/flow/constraint.sdc
export NUM_CORES = 4
export LEC_CHECK = 1
export CORE_AREA = 10 10 70 70
export DIE_AREA = 0 0 80 80
[./constraint.sdc]
current_design aludemux

set clk_period 1.2
set clk_io_pct 0.2

create_clock -name clk0 -period $clk_period

set non_clock_inputs [all_inputs -no_clocks]
set_input_delay [expr $clk_period * $clk_io_pct] -clock clk0 $non_clock_inputs
set_output_delay [expr $clk_period * $clk_io_pct] -clock clk0 [all_outputs]
[./design.v]
module alu(
	 input [7:0] a,b,
	 input [1:0] sel,
	 output [7:0] out);
	 wire [15:0] wire1;
	 wire [7:0] wiresub,wireadd, wiremul;
	 wire cin,cout;
	aludemux demux(.b(b), .sel(sel), .out(wire1),.cin(cin));
	substract sub(.b(wire1[7:0]),.cin(cin),.subout(wiresub));
	adder_8_bit adder(.a(a),.b(wiresub),.cin(cin),.sum(wireadd),.carry(cout));
	multiplier  mul(.a(a[3:0]),.b(wire1[11:8]),.out(wiremul));
	alumux mux(.a(wiremul),.b(wireadd), .sel(sel), .out(out));
endmodule
module aludemux(
	input [7:0] b,
	input [1:0] sel,
	output reg [15:0] out,
	output reg cin);
	initial cin = 1'b0;
	always  @ (b or sel)
	begin
		case(sel)
		2'b00: begin                 
					out[15:8] = b;
					cin = 1'b0;
					out[7:0] = 8'bzzzzzzzz;
				end
		2'b01: begin                 
					out[7:0] = b;
					cin = 1'b0;
					out[15:8]=8'bzzzzzzzz;
				end
		2'b10: begin                
					out[7:0] = b;
					cin = 1'b1;
					out[15:8]=0;
				end
		default: begin 
					out[15:8] = 8'bzzzzzzzz;
					out[7:0] = 8'bzzzzzzzz;
					cin = 1'bz;
				end
	endcase
	end
endmodule
module alumux(
	input [7:0] b,a,
	input [1:0] sel,
	output reg [7:0] out);
	always  @ (b or a or sel)
	begin
		case(sel)
		2'b00: begin                 
					out = a;
				end
		2'b01: begin                 
					out= b;
				end
		2'b10: begin                
					out= b;
				end
		default: begin 
					out = 8'bzzzzzzzz;
				end
		endcase
	end
endmodule
[./run.sh]
#!/bin/bash
# OpenROAD 26Q1-2900-gdf79404cd8, Yosys 0.63+post, stock flow scripts
make -C /OpenROAD-flow-scripts/flow DESIGN_CONFIG=/design/flow/config.mk WORK_HOME=/design/flow/orfs finish
==> results_dict.tcl <==
# metrics dict for downstream scripts
set metrics [dict create \
    yosys.stat.seqShare_pct 0 \
    gr-total-overflow 0 \
    setup_viol 0 \
    synthTopCellsByArea "buf_4 (46%), and2_1 (34%), nand2b_4 (11%), and2_4 (6.7%), inv_1 (2.9%)" \
    grt_max_degree 5 \
    std_cell_rows 21 \
    dieArea_sq_mm 0.006400 \
    yosysTopAreaCell "buf_4" \
    grt.total_usage_pct 3.256 \
    cap_viol_max_count 0 \
    drc 0 \
    setup_slack_ns 0.08994 \
    initCoreUtil_pct 3.810 \
    synth_area_per_cell_sq_um 7.229 \
    grt_pass1_vias 231 \
    synth.cell_area_sq_um 130.1 \
    io_pins 27 \
    crit_start "sel[0]" \
    hold_violations 0 \
    power.density_mw_per_mm2 274.5 \
    slew_viol_final 0 \
    drtPass1Iterations 1 \
    postRouteAntennaNets 0 \
    rsz0062_at_grt "false" \
    coreArea_sq_mm 0.003416 \
    run_status "complete, no violations" \
    seq_area_sq_um 0 \
    p_leak_nw 0.2295 \
    vias 206 \
    ys_top_cells_by_count "buf_4 (8), and2_1 (7), and2_4 (1), inv_1 (1), nand2b_4 (1)" \
    gp_congestion 0.8245 \
    whs_ns 0.8025 \
    worst_slew_pin_slew_ns 0.1206 \
    grt_pass1_wl_mm 1.531 \
    pre_cts_ws_ns -0.5138 \
    area_growth_syn_to_layout_pct 226.0 \
    synth_chip_area_sq_um 130.1 \
    timing.setup.tns_ns 0 \
    via_per_inst 2.315 \
    fin_crit_sh_pct 92.50 \
    crit_arrival_ns 0.87 \
    top_area_share_pct 46.15 \
    n_fill_cell 408 \
    most_common_cell "buf_4" \
    drtIter0Drc 0 \
    vdd_drop_max_v 0.00005676 \
    hp-class "input port to primary output" \
    endpoint "out[11]" \
    crit_path_end_kind "primary output" \
    fin_crit_ns 1.110 \
    portBuffers 27 \
    n_clock_buffer 0 \
    synth_warnings 7 \
    syn_inst 18 \
    timing.fmax_mhz 900.9 \
    cp_max_fo 3 \
    fin_util_pct 12.42 \
    warning_count 36 \
    fp.dieH_um 80 \
    drive_gt1_share_pct 52.38 \
    drt-total-wl_mm 1.122 \
    die_width_um 80 \
    relSlewSlack_pct 91.96 \
    nFlopsAndLatches 0 \
    startpoint_type "input port" \
    ys_cells 18 \
    required_ns 0.96 \
    path_class "input port to primary output" \
    wl_per_cell_um 12.61 \
    ys_types 5 \
    antenna_found_initial 1 \
    cts_hold_buf 0 \
]
==> repair_timing <==
| action | in CTS | in global routing |
|---|---|---|
| gates cloned | 1 | 0 |
| setup buffers | 2 | 0 |
| gates resized | 50 | 9 |
| setup endpoints to repair | 17 | 9 |
| hold endpoints to repair | 0 | 0 |
==> kinds of logic (layout without fill, tap and decap cells) <==
kind of cell | after synthesis | count (layout) | share of synthesized area, %
simple gates | 9 | 10 | 50.96
buf+inv | 9 | 32 | 49.04
other cells | 0 | 1 | 0
==> power by group <==
| group | switching (mW) | total [mW] | internal, mW | leakage (nW) |
|---|---|---|---|---|
| Clock | 0 | 0.000000111 | 0.000000111 | 0.00000634 |
| Combinational | 0.0340 | 0.116 | 0.0824 | 0.229 |
| Sequential | 0 | 0 | 0 | 0 |
==> worst max-delay path, stage by stage <==
cell and delay, ns:
buf_2 0.10, nand2b_4 0.14, buf_4 0.13, and2_4 0.14, buf_2 0.11
==> routing by layer <==
layer / share of wire (%) / vias up / GRT usage, %
li1: - / 96 / -
met1: 51 / 92 / 4.417
met2: 35 / 18 / 4.334
met3: 14 / 0 / 2.273
met4: 0 / 0 / 0
met5: 0 / - / 0
==> area by class of cell <==
| class | count | area [sq um] | share of cell area (%) |
|---|---|---|---|
| Timing Repair Buffer | 31 | 267.8 | 63.13 |
| Multi-Input combinational cell | 10 | 92.59 | 21.83 |
| Tap cell | 46 | 57.56 | 13.57 |
| Inverter | 1 | 3.754 | 0.8850 |
| Antenna cell | 1 | 2.502 | 0.5900 |
==> cell usage in the layout (no fill, tap or decap), drive strengths merged <==
master | Yosys | routed
diode | 0 | 1
and2 | 8 | 8
clkbuf | 0 | 1
dlygate4sd2 | 0 | 9
inv | 1 | 1
clkdlybuf4s50 | 0 | 1
buf | 8 | 10
clkdlybuf4s15 | 0 | 7
dlymetal6s2s | 0 | 3
nand2b | 1 | 2
==> per-stage QoR <==
step	total power [mW]	cells	cell area, sq um
global route	0.1272	89	424.2
finish	0.1164	89	424.2
detailed placement	0.1310	85	412.9
CTS	0.1174	88	415.4
global placement	0.1305	85	412.9
floorplan	0.03060	18	130.1
==> worst min path at each step <==
stage	from	to	slack [ns]	cells past startpoint
CTS	b[0]	out[8]	0.89	3
global route	b[3]	out[3]	0.84	2
finish	b[3]	out[3]	0.80	2
Power is estimated from default activity; no workload was simulated.
